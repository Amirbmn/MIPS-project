==> flow/design.v <==
module Summation (
    input wire signed [31:0] operand1, 
    input wire signed [31:0] operand2,
    output wire [31:0] outputSum
);
assign outputSum = operand1 + operand2;
endmodule
module ArithmeticLogicUnit(
    input wire signed [31:0] input1, 
    input wire signed [31:0] input2, 
    input wire [3:0] operationCode, 
    input wire [4:0] shiftBits,
    input wire resetSignal,
    output reg carryOut, 
    output reg isZero, 
    output reg signed [31:0] outputResult
);
wire [31:0] invertedInput2;
assign invertedInput2 = -input2; 
always @(posedge resetSignal) begin 
    isZero <= 1'b0; 
end
always @(operationCode, input1, input2) begin
    case (operationCode)
        4'b0000: begin  
            outputResult <= input1 + input2;
            if (input1[31] == input2[31] && outputResult[31] == ~input1[31]) begin
                carryOut <= 1'b1; 
            end else begin
                carryOut <= 1'b0; 
            end
        end
        4'b0001: begin  
            outputResult <= input1 + invertedInput2;
        end
        4'b1000: begin  
            outputResult <= (input1 < input2) ? 1 : 0;
        end
    endcase
    isZero <= (input1 == input2) ? 1'b1 : 1'b0;
end
endmodule
module OperationDecoder(
    input [3:0] controlSignal,
    input [5:0] functionCode,
    output reg [3:0] operationOutput
);
always @(*) begin
    case (controlSignal)
        4'b0000: operationOutput = 4'b0000;  
        4'b0001: operationOutput = 4'b0001;  
        4'b0101: operationOutput = 4'b1000;  
        4'b0010: begin
            case (functionCode)
                6'b100000: operationOutput = 4'b0000;  
                6'b100010: operationOutput = 4'b0001;  
                6'b101010: operationOutput = 4'b1000;  
                default: operationOutput = 4'bxxxx;
            endcase
        end
        default: operationOutput = 4'bxxxx;
    endcase
end
endmodule
module BranchPredictor (
    input     clockSignal,
    input     resetSignal,
    input    isBranchValid,
    input   isBranchTaken,
    output   branchPrediction
);
    localparam HISTORY_SIZE = 7; 
    localparam TABLE_SIZE = (1 << HISTORY_SIZE); 
    reg [1:0] predictorTable [0:TABLE_SIZE-1];
    reg [HISTORY_SIZE-1:0] globalHistoryRegister;
    wire [1:0] currentPrediction;
    assign currentPrediction = predictorTable[globalHistoryRegister];
    assign branchPrediction = (currentPrediction >= 2); 
    integer idx;
    always @(posedge clockSignal) begin
        if (resetSignal) begin
            globalHistoryRegister <= {HISTORY_SIZE{1'b0}}; 
            for (idx = 0; idx < TABLE_SIZE; idx = idx + 1) begin
                predictorTable[idx] <= 2; 
            end
        end else if (isBranchValid) begin
            if (isBranchTaken) begin
                if (predictorTable[globalHistoryRegister] < 2'b11)
                    predictorTable[globalHistoryRegister] <= predictorTable[globalHistoryRegister] + 1; 
            end else begin
                if (predictorTable[globalHistoryRegister] > 2'b00)
                    predictorTable[globalHistoryRegister] <= predictorTable[globalHistoryRegister] - 1;
            end
            globalHistoryRegister <= { globalHistoryRegister[HISTORY_SIZE-2:0], isBranchTaken }; 
        end
    end
endmodule
module EqualityChecker(
    input [31:0] firstInput,
    input [31:0] secondInput,
    output comparisonResult
);
assign comparisonResult = (firstInput == secondInput) ? 1'b1 : 1'b0;
endmodule
module ControlSignalGenerator (
    input [5:0] opcode,
    output reg destReg,
    output reg isBranch,
    output reg readMemory,
    output reg writeToReg,
    output reg [3:0] ALUOperation,
    output reg writeMemorySignal,
    output reg sourceSelect,
    output reg writeRegSignal,
    input resetSignal
); 
always @(posedge resetSignal) begin
    destReg <= 1'b0;  
    isBranch <= 1'b0;
    readMemory <= 1'b0;
    writeToReg <= 1'b0;
    ALUOperation <= 4'b0000;
    writeMemorySignal <= 1'b0;
    sourceSelect <= 1'b0;
    writeRegSignal <= 1'b0;
end
always @(opcode) begin
    case (opcode)
        6'b000000: begin  
            destReg <= 1;
            isBranch <= 0;
            readMemory <= 0;
            writeToReg <= 0;
            writeMemorySignal <= 0;
            sourceSelect <= 0; 
            writeRegSignal <= 1;
            ALUOperation <= 4'b0010;
        end
        6'b001010: begin  
            destReg <= 0;
            isBranch <= 0;
            readMemory <= 0;
            writeToReg <= 0;
            writeMemorySignal <= 0;
            sourceSelect <= 1;
            writeRegSignal <= 1;
            ALUOperation <= 4'b0101;
        end
        6'b100011: begin  
            destReg <= 0;
            isBranch <= 0;
            readMemory <= 1;
            writeToReg <= 1;
            writeMemorySignal <= 0;
            sourceSelect <= 1;
            writeRegSignal <= 1;
            ALUOperation <= 4'b0000;
        end
        6'b101011: begin  
            isBranch <= 0;
            readMemory <= 0;
            writeToReg <= 0;
            writeMemorySignal <= 1;
            sourceSelect <= 1;
            writeRegSignal <= 0;
            ALUOperation <= 4'b0000;
        end
        6'b000100: begin  
            isBranch <= 1;
            readMemory <= 0;
            writeToReg <= 0;
            writeMemorySignal <= 0;
            sourceSelect <= 0;
            writeRegSignal <= 0;
            ALUOperation <= 4'b0001;
        end
    endcase
end 
endmodule
module MemoryUnit (
    input clockSignal,
    input writeMemorySignal,
    input readMemorySignal,
    input [31:0] address,
    input [31:0] dataToWrite,
    output reg [31:0] dataRead
);
reg[31:0] memoryArray [0:1023];
initial begin
    memoryArray[0] = 32'h00000000; 
    memoryArray[1] = 32'h00000001;
end
always @(negedge clockSignal) begin
    if(writeMemorySignal) begin 
        memoryArray[address] <= dataToWrite; 
    end
end
always @(address or readMemorySignal) begin
    if(readMemorySignal) begin 
        dataRead = memoryArray[address];  
    end
end
endmodule
module DualDataMemory (
    input writeMemory1,
    input writeMemory2,
    input readMemory1,
    input readMemory2,
    input [31:0] address1,
    input [31:0] address2,
    input [15:0] dataToWrite1,
    input [15:0] dataToWrite2,
    input clockSignal,
    output reg [15:0] dataRead1,
    output reg [15:0] dataRead2
);
reg[31:0] memoryArray [0:31];
always @(negedge clockSignal) begin
    if(writeMemory1) begin
        memoryArray[address1][31:16] <= dataToWrite1; 
    end
    if(writeMemory2) begin
        memoryArray[address2][15:0] <= dataToWrite2; 
    end
end
always @(address1 or address2 or readMemory1 or readMemory2) begin
    if(readMemory1) begin
        dataRead1 = memoryArray[address1][31:16];  
    end
    if(readMemory2) begin
        dataRead2 = memoryArray[address2][15:0]; 
    end
end
endmodule
module ExecutionMemoryRegister (
    input clockSignal,
    input writeRegSignal,
    input writeToRegSignal,
    input writeMemorySignal,
    input readMemorySignal,
    input [31:0] ALUOutput,
    input [31:0] dataToWrite,
    input [4:0] regAddress,
    output reg writeRegOut,
    output reg writeToRegOut,
    output reg writeMemoryOut,
    output reg readMemoryOut,
    output reg [31:0] ALUOutputOut,
    output reg [31:0] dataToWriteOut,
    output reg [4:0] regAddressOut
);
always @(posedge clockSignal) begin
    dataToWriteOut <= dataToWrite; 
    writeToRegOut <= writeToRegSignal; 
    regAddressOut <= regAddress;   
    writeRegOut <= writeRegSignal;
    writeMemoryOut <= writeMemorySignal;
    readMemoryOut <= readMemorySignal;
    ALUOutputOut <= ALUOutput;
end
endmodule
module ForwardingControlUnit (
    input EX_MemRegWrite,
    input [4:0] EX_MemWriteReg,
    input Mem_WbRegWrite,
    input [4:0] Mem_WbWriteReg,
    input [4:0] ID_Ex_Rs,
    input [4:0] ID_Ex_Rt,
    output reg [1:0] upperMuxSelect,
    output reg [1:0] lowerMuxSelect,
    output reg [1:0] comparatorMux1Select,
    output reg [1:0] comparatorMux2Select
);
always @(EX_MemRegWrite or EX_MemWriteReg or Mem_WbRegWrite or Mem_WbWriteReg or ID_Ex_Rs or ID_Ex_Rt) begin
    if(EX_MemRegWrite && EX_MemWriteReg) begin
        if (EX_MemWriteReg == ID_Ex_Rs) begin
            upperMuxSelect <= 2'b10; 
            comparatorMux1Select <= 2'b01; 
        end else begin
            upperMuxSelect <= 2'b00; 
            comparatorMux1Select <= 2'b00; 
        end  
        if(EX_MemWriteReg == ID_Ex_Rt) begin
            lowerMuxSelect <= 2'b10;
            comparatorMux2Select <= 2'b01;
        end else begin
            lowerMuxSelect <= 2'b00;
            comparatorMux2Select <= 2'b00;
        end
    end else if (Mem_WbRegWrite && Mem_WbWriteReg) begin
        if ((Mem_WbWriteReg == ID_Ex_Rs) && (EX_MemWriteReg != ID_Ex_Rs)) begin
            upperMuxSelect <= 2'b01;
            comparatorMux1Select <= 2'b10;
        end else begin
            upperMuxSelect <= 2'b00;
            comparatorMux1Select <= 2'b00;
        end 
        if((Mem_WbWriteReg == ID_Ex_Rt) && (EX_MemWriteReg == ID_Ex_Rt)) begin
            lowerMuxSelect <= 2'b01;
            comparatorMux2Select <= 2'b10;
        end else begin
            lowerMuxSelect <= 2'b00;
            comparatorMux2Select <= 2'b00;
        end
    end else begin
        upperMuxSelect <= 2'b00; 
        lowerMuxSelect <= 2'b00;
        comparatorMux1Select <= 2'b00;
        comparatorMux2Select <= 2'b00;
    end
end
endmodule
module HazardControlUnit(
    input ID_ExMemRead,
    input EX_MemMemRead,
    input [4:0] ID_Ex_Rt,
    input [31:0] IF_ID_Instr,
    output reg stallPC,
    output reg stallIF_ID,
    output reg muxSelect
);
initial begin
    stallPC <= 0;
    stallIF_ID <= 0;
    muxSelect <= 0;
end
always @(ID_ExMemRead or ID_Ex_Rt or IF_ID_Instr) begin
    if (ID_ExMemRead && (stallPC == 1'b0) && (stallIF_ID == 1'b0)) begin
        if(ID_Ex_Rt == IF_ID_Instr[25:21] || ID_Ex_Rt == IF_ID_Instr[20:15]) begin
            stallPC <= 1; 
            stallIF_ID <= 1;
            muxSelect <= 1;
        end
    end else if ((IF_ID_Instr[31:26] == 6'b000100) && (stallPC == 1'b0) && (stallIF_ID == 1'b0)) begin
        stallPC <= 1; 
        stallIF_ID <= 1;
        muxSelect <= 1;
    end else begin
        stallPC <= 0;
        stallIF_ID <= 0;
        muxSelect <= 0;     
    end    
end
endmodule
module InstructionDecode_Execute_Register (
    input wire clockSignal, 
    input wire writeRegSignal,
    input wire writeToRegSignal,
    input wire writeMemorySignal,
    input wire readMemorySignal,
    input wire ALUSrcSignal,
    input wire [3:0] ALUOpSignal,
    input wire destRegSignal,
    input wire [31:0] PCPlus4Signal,
    input wire [31:0] data1InputSignal,
    input wire [31:0] data2InputSignal,
    input wire [31:0] signExtendInputSignal,
    input wire [14:0] registerAddressInputSignal,
    output reg [31:0] PCPlus4OutSignal,
    output reg [31:0] data1OutputSignal,
    output reg [31:0] data2OutputSignal,
    output reg [31:0] signExtendOutputSignal,
    output reg [4:0] rsOutSignal,
    output reg [4:0] rtOutSignal,
    output reg [4:0] rdOutSignal,
    output reg writeRegOutputSignal,
    output reg writeToRegOutputSignal,
    output reg writeMemoryOutputSignal,
    output reg readMemoryOutputSignal,
    output reg ALUSrcOutputSignal,
    output reg [3:0] ALUOpOutputSignal,
    output reg destRegOutputSignal
);
always @(posedge clockSignal) begin
    PCPlus4OutSignal <= PCPlus4Signal; 
    data1OutputSignal <= data1InputSignal; 
    data2OutputSignal <= data2InputSignal; 
    signExtendOutputSignal <= signExtendInputSignal;
    rsOutSignal <= registerAddressInputSignal[14:10]; 
    rtOutSignal <= registerAddressInputSignal[9:5]; 
    rdOutSignal <= registerAddressInputSignal[4:0]; 
    writeRegOutputSignal <= writeRegSignal;
    writeToRegOutputSignal <= writeToRegSignal;
    writeMemoryOutputSignal <= writeMemorySignal;
    readMemoryOutputSignal <= readMemorySignal;
    ALUSrcOutputSignal <= ALUSrcSignal;
    ALUOpOutputSignal <= ALUOpSignal;
    destRegOutputSignal <= destRegSignal;
end
endmodule
module InstructionFetch_Decode_Register (
    input clockSignal,
    input wire [31:0] PCPlus4Signal,
    input wire [31:0] instructionInputSignal,
    output reg [31:0] instructionOutputSignal,
    input holdSignal,
    output reg [31:0] PCPlus4OutputSignal,
    input flushSignal
);
always @(posedge clockSignal) begin
    if (holdSignal == 1'b0) begin   
        PCPlus4OutputSignal <= PCPlus4Signal;
        instructionOutputSignal <= instructionInputSignal;   
    end else if (flushSignal == 1'b1) begin
        PCPlus4OutputSignal <= PCPlus4Signal; 
        instructionOutputSignal <= 32'b0; 
    end
end
endmodule
module InstructionMemoryUnit(
    input clockSignal,
    input [31:0] programCounter,
    output reg [31:0] instructionData
);
reg [31:0] instructionMemoryArray [0:1060];
initial begin
    instructionMemoryArray[0] = 32'h8C000000;  
    instructionMemoryArray[4] = 32'h8C010001;  
    instructionMemoryArray[8] = 32'h03FEF020;  
    instructionMemoryArray[12] = 32'h00011020;  
    instructionMemoryArray[16] = 32'h00221820;  
    instructionMemoryArray[20] = 32'h03FEF020;  
    instructionMemoryArray[24] = 32'h00622020;  
    instructionMemoryArray[28] = 32'h03FEF020;  
    instructionMemoryArray[32] = 32'h00832820;  
    instructionMemoryArray[36] = 32'h03FEF020;  
    instructionMemoryArray[40] = 32'h28AA0006;  
    instructionMemoryArray[44] = 32'h13C50002;  
    instructionMemoryArray[48] = 32'hAC210000;  
end
always @(programCounter) begin	
    instructionData <= instructionMemoryArray[programCounter]; 
end				
endmodule	
module InstructionMemoryUnit2(
    input clockSignal,
    input [31:0] programCounter,
    output reg [31:0] instructionData
);
reg [31:0] instructionMemoryArray [0:1023];
initial begin
    instructionMemoryArray[0] = 32'h01095020;
    instructionMemoryArray[1] = 32'hAC0A0000;
    instructionMemoryArray[2] = 32'h01495822;
    instructionMemoryArray[3] = 32'h1168FFFC;  
    instructionMemoryArray[4] = 32'hAC0A0000;
end
always @(programCounter) begin	 
    instructionData <= instructionMemoryArray[programCounter >> 2];
end			
endmodule	
module WriteBackRegister (
    input clockSignal,
    input writeRegSignal, 
    input writeToRegSignal,
    input [31:0] ALUOutput,
    input [31:0] readData,
    input [4:0] regAddress,
    output reg writeRegOut,
    output reg writeToRegOut,
    output reg [31:0] readDataOut,
    output reg [31:0] ALUOutputOut,
    output reg [4:0] regAddressOut
);
always @(posedge clockSignal) begin
    writeRegOut <= writeRegSignal;
    writeToRegOut <= writeToRegSignal;
    readDataOut <= readData;
    ALUOutputOut <= ALUOutput;
    regAddressOut <= regAddress;
end  
endmodule
module MemoryRegisterTransfer (
    input writeMemorySignal,
    input writeMemory2Signal,
    input readMemorySignal,
    input readMemory2Signal,
    input [31:0] ALUResult,
    input [31:0] address2,
    input [15:0] memoryWriteData,
    input [15:0] memoryWriteData2,
    input clockSignal,
    output reg [15:0] readData1,  
    output reg [15:0] readDataMemory,  
    output reg writeRegSignal,  
    output reg writeRegSignal2,  
    output reg [4:0] writeReg,  
    output reg [4:0] writeReg2  
);
always @(posedge clockSignal) begin
    writeRegSignal2 <= writeRegSignal; 
    writeReg2 <= writeReg;
    readDataMemory <= readData1;  
end
endmodule
module Multiplexer2x1_5Bits(
    output reg [4:0] result,
    input [4:0] inputA,
    input [4:0] inputB,
    input selectSignal
);
always @(inputA, inputB, selectSignal) begin
    case(selectSignal)
        1'b0: result = inputA;
        1'b1: result = inputB;
        default: result = 5'bx;
    endcase
end
endmodule
module Multiplexer2x1_10Bits(
    output reg [9:0] result,
    input [9:0] inputA,
    input [9:0] inputB,
    input selectSignal
);
always @(inputA, inputB, selectSignal) begin
    case(selectSignal)
        1'b0: result = inputA; 
        1'b1: result = inputB;
        default: result = 10'bx;
    endcase
end
endmodule
module Multiplexer2x1_32Bits(
    output reg [31:0] result,
    input [31:0] inputA,
    input [31:0] inputB,
    input selectSignal
);
always @(inputA, inputB, selectSignal) begin
    case(selectSignal)
        1'b0: result = inputA; 
        1'b1: result = inputB; 
        default: result = 32'bx;
    endcase
end
endmodule
module Multiplexer3x1_32Bits(
    output reg [31:0] result,
    input [31:0] inputA, 
    input [31:0] inputB, 
    input [31:0] inputC,
    input [1:0] selectSignal
);
always @(inputA, inputB, inputC, selectSignal) begin
    case(selectSignal)
        2'b00: result = inputA;
        2'b01: result = inputB;
        2'b10: result = inputC;
        default: result = 32'bx;
    endcase
end
endmodule
module ProgramCounter (
    input clockSignal, 
    input wire [31:0] nextPCSignal,
    output reg [31:0] currentPC,
    input resetSignal,
    input holdSignal
);
always @(posedge resetSignal) begin
    currentPC <= 32'hFFFFFFFC; 
end
always @(posedge clockSignal) begin
    if (holdSignal == 0) begin
        currentPC <= nextPCSignal; 
    end
end
endmodule
module RegisterFileUnit(
    input clockSignal,
    input [4:0] readReg1, 
    input [4:0] readReg2, 
    input [4:0] writeReg, 
    input [31:0] writeData,
    input writeEnable, 
    output reg [31:0] readData1, 
    output reg [31:0] readData2, 
    input resetSignal
);
reg [31:0] registers[0:31];
always @(posedge resetSignal) begin
    registers[0] <= 32'h00000000;
    registers[1] <= 32'h00000000;
    registers[30] <= 32'h00000001;  
    registers[31] <= 32'h00000001;  
end
always @(readReg1, readReg2) begin
    readData1 <= registers[readReg1];
    readData2 <= registers[readReg2];
end
always @(negedge clockSignal) begin
    if (writeEnable) begin
        registers[writeReg] <= writeData;
    end
end
endmodule
module ShiftLeftBy2(
    output [31:0] shiftedResult,
    input [31:0] inputData
);
assign shiftedResult = inputData << 2;
endmodule
module SignExtender (
    input [15:0] inputData,
    output reg [31:0] extendedResult
);
always @(inputData) begin
    if (inputData[15] == 1) begin     
        extendedResult = {16'hFFFF, inputData};
    end else begin
        extendedResult = {16'h0000, inputData};
    end
end
endmodule
==> flow/run.sh <==
#!/bin/bash
# OpenROAD 26Q1-2900-gdf79404cd8, Yosys 0.63+post, stock flow scripts
make -C /OpenROAD-flow-scripts/flow DESIGN_CONFIG=/design/flow/config.mk WORK_HOME=/design/flow/orfs finish
==> flow/config.mk <==
export PLATFORM = sky130hd
export DESIGN_NAME = InstructionMemoryUnit
export DESIGN_NICKNAME = InstructionMemoryUnit
export VERILOG_FILES = /design/flow/design.v
export SDC_FILE = /design/flow/constraint.sdc
export NUM_CORES = 4
export LEC_CHECK = 1
export CORE_AREA = 10 10 70 70
export DIE_AREA = 0 0 80 80
export SYNTH_MEMORY_MAX_BITS = 65536
==> flow/constraint.sdc <==
current_design InstructionMemoryUnit

set clk_period 1.7
set clk_io_pct 0.2

create_clock -name clk0 -period $clk_period

set non_clock_inputs [all_inputs -no_clocks]
set_input_delay [expr $clk_period * $clk_io_pct] -clock clk0 $non_clock_inputs
set_output_delay [expr $clk_period * $clk_io_pct] -clock clk0 [all_outputs]
==> results.ini <==
[setup_path]
cp_top_family=buffers and inverters
end_kind=output pin
cp.depth=7
crit_type=in -> out
critical_path_required_ns=1.36
startpoint_type=input pin
cp_cell_sequence=buf_2 > buf_6 > buf_4 > ha_1 > o21ai_1 > o31a_1 > buf_2
critical_path_arrival_ns=1.31
worst-path-buf-inv=4
critPathMaxFanout=4
crit_top_cell=buf_2
slowest_stage=ha_1
slowest_delay_ns=0.17

[routing]
vias_per_cell=3.47
drc=0
ant_nets=0
routedWlPerCell_um=11.2
drt_iter0_markers=8
routed_wl_um=1550
first_pass_iters=4
antenna_cells=0
vias=479

[sta]
fin_crit_sh_pct=97.0
fmax_mhz=607
final_max_slew_viol_count=0
setup_violations=0
rsz0062_at_grt=no
hold_ws_ns=1.09
finalHoldViolCount=0
fin_crit_ns=1.65

[place]
port_buffers=28
place_congestion=0.842
dp_hpwl_um=1270

[global_routing]
grt_pass1_vias=511
antenna_found_initial=0
grt_usage_pct=4.62
gr-usage-met1_pct=5.61
grt_use_met3_pct=1.93
grt_max_degree=12
grt-ovfl-total=0
busiest_layer=met2
grt_pass1_wl_um=2450
grtUsageMet2_pct=7.87

[floorplan]
fp.dieW_um=80
chip_area_um2=6400
coreArea_um2=3420
ios=65
num_rows=21
initial_utilization_pct=13.3
die_h_um=80

[synth]
xor_area_share_pct=1.92
synth.area.mux_share_pct=4.40
yosys_warnings=1
adder_share_pct=16.5
yosysUniqueCellTypes=27
ys_sh_simple_pct=23.4
synthCells=60
aoi_share_pct=20.9
top_logic_kind=buffers and inverters
yosysChipArea_um2=455
synth_area_um2=455
avgSynthCellArea_um2=7.59
ys_cells=60
ys_seq_share_pct=0

[layout]
seq_area_um2=0
flops=0
areaGrowthSynthToFinish_pct=88.7
layout-drive-gt1-share_pct=40.2
lay_top_count=dlygate4sd2_1
fill_cells=388
logic_area_um2=425
lay_top_cells=dlygate4sd2_1 (18), buf_4 (9), conb_1 (8)
nClkBuffers=0

[hold_path]
hp-class=in -> out
min_delay_path_depth=4

[flow_run]
cap_violations=0
tool_warnings=67

[pwr]
clockPowerShare_pct=0
power_density_nw_per_um2=209
ir_drop_mv=0.0822
p_total_uw=180
p_leak_uw=0.000461
comb_power_share_pct=100.0
p_sw_uw=71.1
internal_power_uw=109
seq_power_share_pct=0
switching_share_pct=39.5

[clocking]
cts-hold-fix-buffers=0

[run_status]
status=complete, no violations

[logic make-up (layout without fill, tap and decap cells)]
group                    Yosys count  after routing
adder cells (fa/ha/maj)            6              6
XOR/XNOR                           1              1
multiplexers                       2              2
AND-OR/OR-AND                     14             14
other                              1              8
buffers and inverters             19             44
AND/OR/NAND/NOR                   17             17
[power by group through the flow]
stage / sequential (uW) / clock [uW] / combinational (uW)
CTS: 0 / 0 / 183
global route: 0 / 0 / 203
finish: 0 / 0 / 180
[cell type report]
class,count,area share [%]
Inverter,2,1.46
Multi-Input combinational cell,48,49.5
Tap cell,46,6.70
Timing Repair Buffer,42,42.4
[tightest hold or removal path, stage by stage]
cell,delay (ns)
buf_6,0.12
or3b_1,0.11
o21ai_0,0.07
clkbuf_2,0.10
[routing by layer]
layer,vias up,part of all wire [%]
met3,0,11
met5,-,0
met2,23,45
met4,0,0
met1,208,44
li1,248,-
[worst paths after layout]
check,start,endpoint
max,programCounter[3],instructionData[17]
min,programCounter[4],instructionData[13]
[what timing repair did]
item	CTS	global route
buffers inserted	4	0
setup endpoints to repair	24	5
cloned	1	0
pin swaps	4	4
resized	73	7
[cells in the mapped netlist (all sizes together) (2+ instances only)]
master  number  share of area, %
and2         4               5.5
mux2i        2               4.4
o21a         2               3.3
buf         17                30
nor2         2               1.6
o21ai        5               5.5
nand3b       2               3.3
inv          2               1.6
ha           6                16
nor2b        4               6.0
[metrics by stage]
step	area (um2)	setup WS [ns]	std cells	utilization [%]	TNS (ns)
after CTS	846	-0.0935	138	24.8	-0.104
after detailed placement	748	-0.721	133	21.9	-14.58
after global placement	748	-0.666	133	21.9	-14.27
after floorplan	482	0.318	67	-	0
after global routing	860	0.00861	138	25.2	0
final	860	0.0517	138	25.2	0
