`config.mk`:
```
export PLATFORM = sky130hd
export DESIGN_NAME = InstructionMemory
export DESIGN_NICKNAME = InstructionMemory
export VERILOG_FILES = /design/flow/design.v
export SDC_FILE = /design/flow/constraint.sdc
export NUM_CORES = 4
export LEC_CHECK = 1
export CORE_AREA = 10 10 70 70
export DIE_AREA = 0 0 80 80
export SYNTH_MEMORY_MAX_BITS = 65536
```
`constraint.sdc`:
```
current_design InstructionMemory

set clk_period 1.6
set clk_io_pct 0.2

create_clock -name clk0 -period $clk_period

set non_clock_inputs [all_inputs -no_clocks]
set_input_delay [expr $clk_period * $clk_io_pct] -clock clk0 $non_clock_inputs
set_output_delay [expr $clk_period * $clk_io_pct] -clock clk0 [all_outputs]
```
`design.v`:
```
module Adder (
    input wire signed [31:0]input1, 
    input wire signed [31:0]input2,
    output wire [31:0] result
);
assign result = input1 + input2 ;
endmodule
module ALU32Bit(
    input wire signed [31:0] data1, 
    input wire signed [31:0] data2, 
    input wire [3:0] ALUControl, 
    input wire [4:0] shiftAmount,
    input wire reset,
    output reg overflow, 
    output reg zero, 
    output reg signed [31:0] result
);
wire [31:0] neg_data2;
assign neg_data2 = -data2;
always @(posedge reset)begin 
    zero <= 1'b0; 
end
always @(ALUControl, data1, data2) begin
    case (ALUControl)
        4'b0000: begin  
            result <= data1 + data2;
            if (data1[31] == data2[31] && result[31] == ~data1[31]) begin
                overflow <= 1'b1;
            end
            else begin
                overflow <= 1'b0;
            end
        end
        4'b0001: begin  
            result <= data1 + neg_data2;
            #50
            if (result == 0 )begin 
            end
            else begin
            end
        end
        4'b1000: begin  
            if (data1 < data2)begin
                result <= 1;
            end
            else begin
                result <= 0;
            end
        end
    endcase
    if (data1 == data2) begin
        zero <= 1'b1;
    end
    else
        zero <= 1'b0;
end
endmodule
module ALUControl(
    input [3:0] ALUOp,
    input [5:0] funct,
	output reg [3:0] ALUControl
);
always @(*)begin
        case (ALUOp)
            4'b0000: begin
				ALUControl = 4'b0000; 
			end
            4'b0001: begin 
				ALUControl = 4'b0001; 
			end
            4'b0101: begin 
				ALUControl = 4'b1000; 
			end
            4'b0010: begin
                case (funct)
                    6'b100000: begin 
						ALUControl = 4'b0000; 
					end
                    6'b100010: begin 
						ALUControl = 4'b0001;  
					end
                    6'b101010: begin 
						ALUControl = 4'b1000; 
					end
                    default: ALUControl = 4'bxxxx;
                endcase
            end
            default: ALUControl = 4'bxxxx;
        endcase
    end
endmodule
module Comparator(
    input [31:0]input1 ,
    input [31:0]input2 ,
    output result
);
assign result = (input1 == input2) ? 1'b1 : 1'b0;
endmodule
module ControlUnit (
  input [5:0] opCode ,
  output reg registerDestination,
  output reg branch,
  output reg memoryRead,
  output reg memoryToRegister,
  output reg [3:0] ALUop,
  output reg memoryWrite,
  output reg AluSrc,
  output reg registerWrite,
  input reset
); 
  always @(posedge reset)begin
   registerDestination <= 1'b0;
   branch <= 1'b0;
   memoryRead <= 1'b0;
   memoryToRegister <= 1'b0;
   ALUop <= 4'b0000;
   memoryWrite <= 1'b0;
   AluSrc <= 1'b0;
   registerWrite <= 1'b0;
  end
  always@(opCode) begin
      case (opCode)
        6'b000000:     
          begin
          registerDestination<=1 ;
          branch<=0 ;
          memoryRead<=0 ;
          memoryToRegister<=0 ;
          memoryWrite<=0 ;
          AluSrc<=0 ;
          registerWrite<=1 ;
          ALUop<=4'b0010 ;
          end
        6'b001010:  
        begin
          registerDestination<=0 ;
          branch<=0 ;
          memoryRead<=0 ;
          memoryToRegister<=0 ;
          memoryWrite<=0 ;
          AluSrc<=1 ;
          registerWrite<=1 ;
          ALUop<=4'b0101 ;
        end
        6'b100011:  begin  
          registerDestination<=0 ;
          branch<=0 ;
          memoryRead<=1 ;
          memoryToRegister<=1 ;
          memoryWrite<=0 ;
          AluSrc<=1 ;
          registerWrite<=1 ;
          ALUop<=4'b0000 ;
          end
        6'b101011:  begin    
          branch<=0 ;
          memoryRead<=0 ;
          memoryToRegister<=0 ;
          memoryWrite<=1 ;
          AluSrc<=1 ;
          registerWrite<=0 ;
          ALUop<=4'b0000 ;
          end
        6'b000100:      
          begin
          branch<= 1;
          memoryRead<=0 ;
          memoryToRegister<=0 ;
          memoryWrite<=0 ;
          AluSrc<=0 ;
          registerWrite<=0 ;
          ALUop<=4'b0001 ;
          end
      endcase
  end 
endmodule
module DataMemory (
  input clock,
  input memoryWrite,
  input memoryRead,
  input [31:0] address,
  input [31:0] writeData,
  output reg [31:0]readData
);
reg[31:0] memory [0:1023];
initial begin
memory[0] = 32'h00000000;
memory[1] = 32'h00000001;
end
always@(negedge clock) begin
    if(memoryWrite==1) begin 
        memory[address]<=writeData;
    end
end
always@(address or memoryRead)begin
    if(memoryRead==1) begin 
        readData=memory[address]; 
    end
end
endmodule
module DataMemory2 (
  input memoryWrite1,
  input memoryWrite2,
  input memoryRead1,
  input memoryRead2,
  input [31:0] address1,
  input [31:0] address2,
  input [15:0] writeData1,
  input [15:0] writeData2,
  input clock,
  output reg [15:0] readData1,
  output reg [15:0] readData2
);
  reg[31:0] memory [0:31];
  always@(negedge clock) begin
      if(memoryWrite1==1)begin
        memory[address1][31:16]<=writeData1; 
      end
      if(memoryWrite2==1)begin
        memory[address2][15:0]<=writeData2;
      end
  end
  always@(address1 or address2 or memoryRead1 or memoryRead2)begin
      if(memoryRead1==1)begin
        readData1=memory[address1][31:16];  
      end
      if(memoryRead2==1)begin
        readData2=memory[address2][15:0];
      end
  end
endmodule
module EX_MemReg (
  input clock,
  input registerWrite,
  input memoryToRegister,
  input memoryWrite,
  input memoryRead,
  input [31:0] ALUresult,
  input [31:0] writeData,
  input [4:0] writeRegister,
  output reg registerWriteOut,
  output reg memoryToRegisterOut,
  output reg memoryWriteOut,
	output reg memoryReadOut,
  output reg [31:0] ALUresultOut,
  output reg [31:0] writeDataOut,
  output reg [4:0] writeRegisterOut
);
always@(posedge clock)begin
      writeDataOut <= writeData;
      memoryToRegisterOut <= memoryToRegister;
      writeRegisterOut <= writeRegister;    
      registerWriteOut <= registerWrite;
      memoryWriteOut <= memoryWrite;
      memoryReadOut <= memoryRead;
      ALUresultOut <= ALUresult;
end
endmodule
module ForwardingUnit (
  input EX_MemRegwrite,
  input [4:0] EX_MemWriteReg,
  input Mem_WbRegwrite,
  input [4:0] Mem_WbWriteReg,
  input [4:0] ID_Ex_Rs,
  input [4:0] ID_Ex_Rt,
  output reg [1:0] upperMux_sel,
  output reg [1:0] lowerMux_sel,
  output reg [1:0] comparatorMux1Selector,
  output reg [1:0] comparatorMux2Selector
);
  always@(EX_MemRegwrite or EX_MemWriteReg or Mem_WbRegwrite or Mem_WbWriteReg or ID_Ex_Rs or ID_Ex_Rt)begin
      if(EX_MemRegwrite && EX_MemWriteReg)  begin
          if (EX_MemWriteReg==ID_Ex_Rs)begin
            upperMux_sel<=2'b10; 
            comparatorMux1Selector<=2'b01; 
          end
          else  
          begin
          upperMux_sel<=2'b00; 
          comparatorMux1Selector<=2'b00;
          end  
          if(EX_MemWriteReg==ID_Ex_Rt)begin
            lowerMux_sel<=2'b10;
            comparatorMux2Selector<=2'b01;
          end
          else  
          begin
          lowerMux_sel<=2'b00; 
          comparatorMux2Selector<=2'b00;
          end
      end
      else if (Mem_WbRegwrite && Mem_WbWriteReg) 
        begin
          if ((Mem_WbWriteReg==ID_Ex_Rs) && (EX_MemWriteReg!=ID_Ex_Rs))
            begin
            upperMux_sel<=2'b01; 
            comparatorMux1Selector<=2'b10;
            end
          else  
          begin
          upperMux_sel<=2'b00;
          comparatorMux1Selector<=2'b00;
          end 
          if((Mem_WbWriteReg==ID_Ex_Rt) && (EX_MemWriteReg==ID_Ex_Rt) )
          begin
            lowerMux_sel<=2'b01; 
            comparatorMux2Selector<=2'b10;
          end
          else  
          begin
          lowerMux_sel<=2'b00;
          comparatorMux2Selector<=2'b00;
          end
        end
      else begin
          upperMux_sel<=2'b00;
          lowerMux_sel<=2'b00;
          comparatorMux1Selector<=2'b00;
          comparatorMux2Selector<=2'b00;
       end
  end
endmodule
module HazardDetectionUnit(
  input ID_ExMemRead,
  input EX_MemMemRead,
  input [4:0] ID_Ex_Rt,
  input [31:0] IF_ID_Instr,
  output reg holdPC,
  output reg holdIF_ID,
  output reg muxSelector
);
  initial begin
	holdPC <= 0;
	holdIF_ID <= 0;
	muxSelector <= 0;
	end
  always@(ID_ExMemRead or ID_Ex_Rt or IF_ID_Instr) begin
      if (ID_ExMemRead && (holdPC == 1'b0) && (holdIF_ID == 1'b0)) begin
          if(ID_Ex_Rt==IF_ID_Instr[25:21] || ID_Ex_Rt==IF_ID_Instr[20:15] )begin
              holdPC<=1;
              holdIF_ID<=1;
              muxSelector<=1;
          end
      end
      else if((IF_ID_Instr [31:26]==6'b000100) && (holdPC == 1'b0) && (holdIF_ID == 1'b0)) begin
          holdPC<=1;
          holdIF_ID<=1;
          muxSelector<=1;
      end
      else begin
          holdPC<=0;
          holdIF_ID<=0;
          muxSelector<=0;     
      end    
    end
endmodule
module ID_EX_reg (
  input wire clock , 
  input wire registerWrite,
  input wire memoryToRegister,
  input wire memoryWrite,
  input wire memoryRead,
  input wire ALUSrc,
  input wire[3:0] ALUOp,
  input wire registerDestination,
  input wire [31:0] PCplus4 ,
  input wire [31:0] data1Input ,
  input wire [31:0] data2Input,
  input wire [31:0] signExtendResultInput ,
  input wire[14:0] registerAddressInput ,
  output reg [31:0] PCplus4out ,
  output reg [31:0] data1Output ,
  output reg [31:0] data2Output ,
  output reg [31:0] signExtendResultOutput ,
  output reg [4:0]rsOut ,
  output reg [4:0]rtOut ,
  output reg [4:0]rdOut,
  output reg registerWriteOutput,
  output reg memoryToRegisterOutput,
  output reg memoryWriteOutput,
  output reg memoryReadOutput,
  output reg ALUSrcOut,
  output reg [3:0]ALUOpOut,
  output reg registerDestinationOut
);
  always @(posedge clock)
    begin
      PCplus4out <= PCplus4;
      data1Output <= data1Input;
      data2Output <= data2Input;
      signExtendResultOutput <= signExtendResultInput;
      rsOut <= registerAddressInput[14:10];
      rtOut <= registerAddressInput[9:5];
      rdOut <= registerAddressInput[4:0];
      registerWriteOutput <= registerWrite;
      memoryToRegisterOutput <= memoryToRegister;
      memoryWriteOutput <= memoryWrite;
      memoryReadOutput <= memoryRead;
      ALUSrcOut <= ALUSrc;
      ALUOpOut <= ALUOp;
      registerDestinationOut <= registerDestination;
    end
endmodule
module IF_ID_reg(
  input clk ,
  input wire[31:0] PCplus4 ,
  input wire[31:0] instrIn ,
  output reg [31:0] instrOut ,
  input hold,
  output reg[31:0] PCplus4Out,
  input IF_flush
);
  always @(posedge clk)
    begin
      if (hold==1'b0) begin   
      PCplus4Out<=PCplus4;
      instrOut <= instrIn;   
      end
      else if (IF_flush==1'b1) begin
          PCplus4Out<=PCplus4; 
          instrOut<=32'b0;
      end
    end
endmodule
module IF_PR_reg(
    input clk, hold, IF_flush,
    input wire [31:0] PCplus4, instrIn,
    output reg [31:0] instrOut, PCplus4Out
);
    always @(posedge clk) begin
        if(hold == 1'b0) begin
            PCplus4Out <= PCplus4;
            instrOut <= instrIn;
        end else if (IF_flush == 1'b1) begin
            PCplus4Out <= PCplus4;
        end
    end
endmodule
module PR_ID_Reg(
    input clk, stall, IF_flush,
    input wire [31:0] PC, Instruction, Read_Data_1, Read_Data_2,
    output reg [31:0] PC_out, Instruction_out, Read_Data_1_out, Read_Data_2_out
);
    always @(posedge clk) begin
        if(stall == 1'b0) begin
            PC_out <= PC;
            Instruction_out <= Instruction;
            Read_Data_1_out <= Read_Data_1;
            Read_Data_2_out <= Read_Data_2;
        end else if (IF_flush == 1'b1) begin
            PC_out <= PC;
            Instruction_out <= 32'd0; 
            Read_Data_1_out <= 32'd0;
            Read_Data_2_out <= 32'd0;
        end
    end
endmodule
module InstructionMemory(
	input clock,
	input [31:0] pc ,
	output reg [31:0] readData
);
reg [31:0] instructionMemory [0:1060];
initial begin
	instructionMemory[0] = 32'h8C000000 ;  
	instructionMemory[4] = 32'h8C010001 ;  
	instructionMemory[8] = 32'h03FEF020 ;  
	instructionMemory[12] = 32'h00011020 ;  
	instructionMemory[16] = 32'h00221820 ;  
	instructionMemory[20] = 32'h03FEF020 ;  
	instructionMemory[24] = 32'h00622020;  
	instructionMemory[28] = 32'h03FEF020 ;  
	instructionMemory[32] = 32'h00832820;  
	instructionMemory[36] = 32'h03FEF020 ;  
	instructionMemory[40] = 32'h28AA0006 ;  
	instructionMemory[44] = 32'h13C50002 ;  
	instructionMemory[48] = 32'hAC210000 ;  
end
always @ (pc)begin	
	readData <= instructionMemory[pc];
end				
endmodule	
module InstructionMemory2(
	input clk,
	input [31:0] pc,
	output reg [31:0] readdata
);
reg [31:0] instructionMemory [0:1023];
initial begin
		instructionMemory[0] = 32'h01095020 ;
		instructionMemory[1] = 32'hAC0A0000 ;
		instructionMemory[2] = 32'h01495822 ;
		instructionMemory[3] = 32'h1168FFFC ;  
		instructionMemory[4] = 32'hAC0A0000 ;
end
always @ (pc)begin	 
	readdata <= instructionMemory[pc>>2];
end			
endmodule	
module Mem_WbReg(
  input clock,
  input registerWrite, 
  input memoryToRegister,
  input [31:0] ALUresult,
  input [31:0] readData,
  input [4:0] writeRegister,
  output reg registerWriteOut,
  output reg memoryToRegisterOut,
  output reg[31:0] readDataOut,
  output reg [31:0] ALUresultOut,
  output reg [4:0] writeRegisterOut
);
always@(posedge clock)begin
      registerWriteOut<=registerWrite;
      memoryToRegisterOut<=memoryToRegister;
      readDataOut<=readData;
      ALUresultOut<=ALUresult;
      writeRegisterOut<=writeRegister;
end  
endmodule
module Mem1_Mem2_Reg (
  MemWriteMEM, MemWrite2, MemReadMEM, MemRead2, ALUResultMEM, address2, 
memoryWriteDataMEM, memoryWriteData2, clk, memoryReadData1, memoryReadDataMEM, 
RegWriteMEM, RegWriteMEM2, MemtoRegMEM, MemtoRegMEM2,
writeRegMEM, writeRegMEM2, RegWriteWB, RegWriteWB2, writeRegWB, writeRegWB2);
  input clk;
  input MemWriteMEM, MemReadMEM, RegWriteMEM, MemtoRegMEM, RegWriteWB;
  input [4:0] writeRegMEM, writeRegWB;
  input [15:0] memoryWriteDataMEM, memoryReadData1;
  input [31:0] ALUResultMEM;
  output reg MemWrite2, MemRead2, RegWriteMEM2, MemtoRegMEM2, RegWriteWB2;
  output reg [4:0] writeRegMEM2, writeRegWB2;
  output reg [15:0] memoryWriteData2, memoryReadDataMEM;
  output reg [31:0] address2;
  always@(posedge clk)
    begin
        MemWrite2 <= MemWriteMEM;
        MemRead2 <= MemReadMEM; 
        RegWriteMEM2 <= RegWriteMEM; 
        MemtoRegMEM2 <= MemtoRegMEM;
        RegWriteWB2 <= RegWriteWB;
        writeRegMEM2 <= writeRegMEM;
        writeRegWB2 <= writeRegWB;
        memoryWriteData2 <= memoryWriteDataMEM;
        memoryReadDataMEM <= memoryReadData1;
        address2 <= ALUResultMEM;
    end
endmodule
module Mux2x1_5Bits(
    output reg [4:0] result,
    input [4:0] input1,
    input [4:0] input2,
    input select
);
always @(input1, input2, select) begin
    case(select)
        1'b0: begin 
			result = input1;
		end 
		1'b1: begin 
			result = input2;
		end
		default: result = 5'bx;
    endcase
end
endmodule
module Mux2x1_10Bits(
    output reg [9:0] result,
    input [9:0] input1,
    input [9:0] input2,
    input select
);
always @(input1, input2, select) begin
    case(select)
        1'b0: begin 
			result = input1; 
		end
        1'b1: begin 
			result = input2;
		end
        default: result = 10'bx;
    endcase
end
endmodule
module Mux2x1_32Bits(
    output reg [31:0] result,
    input [31:0] input1,
    input [31:0] input2,
    input select
);
always @(input1, input2, select) begin
    case(select)
        1'b0: begin 
			result = input1; 
		end
        1'b1: begin 
			result = input2; 
		end
        default: result = 32'bx;
    endcase
end
endmodule
module Mux3x1_32Bits(
    output reg [31:0] result,
    input [31:0] input1, 
	input [31:0] input2, 
	input [31:0] input3,
    input [1:0] select
);
always @(input1, input2, input3, select) begin
    case(select)
        2'b00: begin 
			result = input1;
		end
        2'b01: begin 
			result = input2;
		end
        2'b10: begin
			 result = input3;
		end
        default: result = 32'bx;
    endcase
end
endmodule
module PC (
  input clock , 
  input wire [31:0] nextPC ,
  output reg [31:0] outPC ,
  input reset ,
  input holdPC
);
always@(posedge reset) begin
  outPC <= 32'hFFFFFFFC;
end
always @(posedge clock)begin
	if (holdPC==0) begin
    outPC <= nextPC;
	end
end
endmodule
module RegisterFile(
	input clock,
	input [4:0] readRegister1, 
	input [4:0] readRegister2, 
	input [4:0] RegisterAddress, 
	input [31:0] WriteData,
	input writeSignal, 
	output reg [31:0] ReadData1, 
	output reg [31:0] ReadData2, 
	input reset
);
    reg [31:0] registers[0:31];
	always @(posedge reset) begin
		registers[0] <= 32'h00000000;
		registers[1] <= 32'h00000000;
		registers[30] <= 32'h00000001;
		registers[31] <= 32'h00000001 ;
	end
	always @(readRegister1, readRegister2) begin
		ReadData1 <= registers[readRegister1];
  		ReadData2 <= registers[readRegister2];
	end
	always @(negedge clock) begin
  		if (writeSignal == 1)begin
			registers[RegisterAddress] <= WriteData;
      	end
  	end
endmodule
module ShiftLeft2(
    output [31:0] result,
    input [31:0] input1
);
assign result = input1 << 2;
endmodule
module SignExtend (
    input [15:0] input1,
    output reg [31:0] result
);
always @(input1) begin
    if (input1[15] == 1)  begin     
        result = {16'hffff, input1};
    end
    else if (input1[15] == 0) begin
         result = {16'h0000, input1};
    end
    else begin
        result = 32'hxxxx_xxxx;
    end
end
endmodule
```
`run.sh`:
```
#!/bin/bash
# OpenROAD 26Q1-2900-gdf79404cd8, Yosys 0.63+post, stock flow scripts
make -C /OpenROAD-flow-scripts/flow DESIGN_CONFIG=/design/flow/config.mk WORK_HOME=/design/flow/orfs finish
```
==> impl_metrics.env <==
# physical design summary
export IMPL_rows=21
export IMPL_power_share_sequential=0
export IMPL_status="finished clean"
export IMPL_finalCritPeriodShare=0.968
export IMPL_tool_warnings=67
export IMPL_clock_power_share=0
export IMPL_syn_area_um2=455
export IMPL_topCombFamilyByArea="buffers and inverters"
export IMPL_place_hpwl_um=1270
export IMPL_grtUsageMet1=0.0600
export IMPL_setup_viol_count_final=0
export IMPL_swShare=0.386
export IMPL_grt_busiest_layer="met2"
export IMPL_hold_class="in2out"
export IMPL_synth_top_area_share=0.231
export IMPL_p_leak_nw=0.462
export IMPL_irDropWorstVdd_v=0.000100
export IMPL_arrival_ns=1.23
export IMPL_holdWs_ns=1.04
export IMPL_maxSlewViolCount=0
export IMPL_grt_util_met2=0.0803
export IMPL_yosys_warnings=1
export IMPL_drt_iter0_markers=7
export IMPL_criticalPathCategory="in2out"
export IMPL_seq_area_frac_synth=0
export IMPL_areaGrowthSynthToFinish_pct=106
export IMPL_crit_path_end_kind="output port"
export IMPL_core_um2=3420
export IMPL_comb_power_share=1.000
export IMPL_grt_pass1_vias=521
export IMPL_gp_congestion=0.842
export IMPL_grt_max_degree=12
export IMPL_drt_wirelength_per_cell_um=11.6
export IMPL_startpoint="pc[3]"
export IMPL_avgSynthCellArea_um2=7.59
export IMPL_netSwitchingPower_uw=82.8
export IMPL_syn_inst=60
export IMPL_p_int_uw=132
export IMPL_aoi_share=0.209
export IMPL_num_vias=523
export IMPL_antenna_cells=0
export IMPL_antenna_left=0
export IMPL_flop_count=0
export IMPL_grt_use_total=0.0478
export IMPL_hold_viol_final=0
export IMPL_yosys_area_share_simple=0.234
export IMPL_grt_pass1_wl_um=2530
export IMPL_top_area_cell="buf_4"
export IMPL_final_cell_mix="dlygate4sd2_1, buf_4, buf_6, conb_1, buf_2"
export IMPL_ys_sh_xor=0.0192
export IMPL_wl_um=1690
export IMPL_crit_path_max_fanout=4
export IMPL_ys_top_cells_by_area="buf_4, ha_1, buf_6"
export IMPL_critPathRequiredTime_ns=1.28
export IMPL_layout_top_cell="dlygate4sd2_1"
export IMPL_ff_latch_area_um2=0
export IMPL_hold_buffers=0
export IMPL_layout_cells_non_filler=145
export IMPL_fin_crit_ns=1.55
export IMPL_use_met3=0.0182
export IMPL_n_clock_buffer=0
export IMPL_layout_drive_gt1_share=0.475
export IMPL_synthAdderAreaFrac=0.165
export IMPL_tns_ns=0
export IMPL_yosys_cells=60
export IMPL_io_pins=65
export IMPL_dieHeight_um=80
export IMPL_drc_errors=0
export IMPL_clock_fmax_mhz=646
export IMPL_grt_overflow=0
export IMPL_synth_cell_types=27
export IMPL_holdCritStartpoint="pc[4]"
export IMPL_viasPerCell=3.61
export IMPL_die_width_um=80
export IMPL_cp_start_kind="input port"
export IMPL_ys_sh_mux=0.0440
export IMPL_placedCellCount=133
export IMPL_p_total_uw=215
export IMPL_grt_antenna_before_repair=0
export IMPL_p_per_area_nw_per_um2=229
export IMPL_firstDrtPassIters=4
export IMPL_chipArea_um2=6400
export IMPL_fp_utilization=0.133
export IMPL_io_buffers=28
export IMPL_maxCapViolCount=0
export IMPL_synth_area_yosys_um2=455
## stage by stage
stage / utilization / setup slack, ns / cell area (um2)
6_report: 0.274 / 0.0508 / 937
3_3_place_gp: 0.219 / -0.726 / 748
3_5_place_dp: 0.219 / -0.781 / 748
2_1_floorplan: - / 0.258 / 482
4_1_cts: 0.258 / -0.0208 / 881
5_1_grt: 0.274 / -0.00590 / 937
## power by group through the flow
stage	logic [mW]	clock network, mW	registers (mW)
after CTS	0.202	0	0
after global routing	0.239	0	0
final	0.215	0	0
## kinds of logic (layout without fill, tap and decap cells)
| group | count (synthesis) | in the layout |
|---|---|---|
| other cells | 1 | 8 |
| mux | 2 | 2 |
| buf+inv | 19 | 51 |
| fa+ha+maj | 6 | 6 |
| xor+xnor | 1 | 1 |
| simple gates | 17 | 17 |
| compound gates | 14 | 14 |
## cells in the mapped netlist
master     instances
a21o_1             1
a2bb2oi_1          1
and2_1             4
buf_4             14
buf_6              3
conb_1             1
ha_1               6
inv_1              2
mux2i_1            2
nand2_1            1
nand3b_1           2
nor2_1             2
nor2b_1            3
nor2b_2            1
nor3_1             1
nor3b_1            1
o21a_1             2
o21ai_0            3
o21ai_1            2
o21bai_1           1
o22ai_1            1
o2bb2ai_1          1
o31a_1             1
o31ai_1            1
or2_1              1
or3b_1             1
xnor2_1            1
## cell type report
cell class,count,area (um2)
multi-input combinational,48,439
timing repair buffer,49,425
fill,382,2480
tap,46,57.6
inverter,2,15.0
## final timing paths
path	end	cells past startpoint
setup / recovery	readData[21]	7
hold / removal	readData[13]	4
## layer usage
| layer | up-vias | routed length [um] | share of wire |
|---|---|---|---|
| met5 | - | 0 | 0 |
| met4 | 0 | 0 | 0 |
| met3 | 0 | 168 | 0.10 |
| met2 | 21 | 797 | 0.47 |
| met1 | 242 | 722 | 0.43 |
| li1 | 260 | - | - |
## timing repair
action / in CTS / in global routing
buffers inserted: 10 / 3
endpoints found under the hold margin: 0 / 0
endpoints found under the setup margin: 24 / 9
resized: 78 / 12
pin swaps: 3 / 5
## critical path, cell delays in order
cell and delay (ns):
buf_6 0.10, buf_6 0.12, inv_4 0.07, ha_4 0.20
nor2b_1 0.11, o21bai_1 0.07, dlygate4sd2_1 0.24
No activity file was given, so power comes from the tool's default toggle rates.
